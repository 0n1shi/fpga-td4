[/design/flow/run.sh]
#!/bin/bash
# OpenROAD 26Q1-2900-gdf79404cd8, Yosys 0.63+post, stock flow scripts
make -C /OpenROAD-flow-scripts/flow DESIGN_CONFIG=/design/flow/config.mk WORK_HOME=/design/flow/orfs finish
[/design/flow/config.mk]
export PLATFORM = sky130hd
export DESIGN_NAME = fpga_computer
export DESIGN_NICKNAME = fpga_computer
export VERILOG_FILES = /design/flow/design.v
export SDC_FILE = /design/flow/constraint.sdc
export NUM_CORES = 4
export LEC_CHECK = 1
export CORE_UTILIZATION = 50
export SYNTH_HDL_FRONTEND = slang
[/design/flow/constraint.sdc]
current_design fpga_computer

set clk_period 4.5
set clk_io_pct 0.2

create_clock -name clk0 -period $clk_period [get_ports {CLK}]

set non_clock_inputs [all_inputs -no_clocks]
set_input_delay [expr $clk_period * $clk_io_pct] -clock clk0 $non_clock_inputs
set_output_delay [expr $clk_period * $clk_io_pct] -clock clk0 [all_outputs]
[/design/flow/design.v]
module cpu (
    input   logic       clock,
    input   logic       reset,
    output  logic [3:0] address,
    input   logic [7:0] data,
    input   logic [3:0] io_in,
    output  logic [3:0] io_out
);
    logic [3:0] a   = 4'd0,     next_a      = 4'd0;   
    logic [3:0] b   = 4'd0,     next_b      = 4'd0;   
    logic       cf  = 1'd0,     next_cf     = 1'd0;  
    logic [3:0] ip  = 4'd0,     next_ip     = 4'd0;  
    logic [3:0] out = 4'd0,     next_out    = 4'd0;  
    always_ff @(posedge clock) begin
        if (reset) begin
            a   <= '0;
            b   <= '0;
            cf  <= '0;
            ip  <= '0;
            out <= '0;
        end
        else begin
            a   <= next_a;
            b   <= next_b;
            cf  <= next_cf;
            ip  <= next_ip;
            out <= next_out;
        end
    end
    logic [3:0] opcode, imm;
    assign opcode   = data[7:4];  
    assign imm      = data[3:0];  
    assign address  = ip;
    assign io_out   = out;
    always_comb begin
        next_a      = a;             
        next_b      = b;             
        next_cf     = '0;            
        next_ip     = ip + 4'd1;     
        next_out    = out;           
        unique case (opcode)
            4'b0000: {next_cf, next_a} = a + imm;    
            4'b0101: {next_cf, next_b} = b + imm;    
            4'b0011: next_a = imm;                   
            4'b0111: next_b = imm;                   
            4'b0001: next_a = b;                     
            4'b0100: next_b = a;                     
            4'b1111: next_ip = imm;                  
            4'b1110: next_ip = cf ? ip + '1 : imm;   
            4'b0010: next_a = io_in;                 
            4'b0110: next_b = io_in;                 
            4'b1001: next_out = b;                   
            4'b1011: next_out = imm;                 
        endcase
    end
endmodule
module fpga_computer (
    input   logic           CLK,
    input   logic [0:0]     KEY,     
    input   logic [3:0]     SW,      
    output  logic [0:0]     LEDR,    
    output  logic [6:0]     HEX0,    
    output  logic [6:0]     HEX1     
);
    logic clock = 1'd0;
    prescaler #(.RATIO(2)) prescaler(.clock_in(CLK), .clock_out(clock));
    assign LEDR = clock;  
    logic   reset;
    assign  reset = ~KEY;
    logic [3:0] switch;          
    assign      switch  = SW;
    logic [3:0] led     = 4'd0;  
    seg7 hex0(.in(led % 10), .out(HEX0));
    seg7 hex1(.in(led / 10), .out(HEX1));
    mother_board mother_board(.clock, .reset, .switch, .led);
endmodule
module mother_board (
    input   logic       clock,
    input   logic       reset,
    input   logic [3:0] switch,
    output  logic [3:0] led
);
    logic [3:0] address = 4'd0;  
    logic [7:0] data    = 8'd0;  
    cpu cpu(.clock, .reset, .address, .data, .io_in(switch), .io_out(led));
    rom rom(.address, .data);
endmodule
module prescaler #(parameter RATIO = 2) (
    input   logic clock_in,
    output  logic clock_out = 1'd0
);
    logic [31:0] counter        = 32'd0;
    logic [31:0] next_counter;
    always_ff @(posedge clock_in) counter <= next_counter;
    logic next_edge;
    assign next_edge    = (counter == (RATIO / 2 - 1)); 
    assign next_counter = next_edge ? 'd0 : counter + 'd1;
    logic next_clock_out;
    assign next_clock_out   = next_edge ? ~clock_out : clock_out;
    always_ff @(posedge clock_in) clock_out <= next_clock_out;
endmodule
module rom (
    input   logic [3:0] address,     
    output  logic [7:0] data         
);
    always_comb begin
        case (address)
            4'b0000: data = 8'b01110000;  
            4'b0001: data = 8'b10010000;  
            4'b0010: data = 8'b01010001;  
            4'b0011: data = 8'b11110001;  
            4'b0100: data = 8'b11110100;  
            default: data = 8'b00000000;  
        endcase
    end
endmodule
module seg7(
    input   logic [3:0] in,
    output  logic [6:0] out 
);
    always_comb begin
        case (in)
            4'h0:   out = 7'b1000000;
			4'h1:   out = 7'b1111001;
			4'h2:   out = 7'b0100100;
			4'h3:   out = 7'b0110000;
			4'h4:   out = 7'b0011001;
			4'h5:   out = 7'b0010010;
			4'h6:   out = 7'b0000010;
			4'h7:   out = 7'b1011000;
			4'h8:   out = 7'b0000000;
			4'h9:   out = 7'b0010000;
            default:out = 7'bxxxxxxx;
        endcase
    end
endmodule
==> flow_metrics.env <==
# source this file to load flow results
export IMPL_cp_data_required_time_ps=3600
export IMPL_grt_busiest_layer="met2"
export IMPL_p_int_mw=0.4191
export IMPL_ys_cells=247
export IMPL_mux_area_share_pct=3.546
export IMPL_synthXorXnorAreaFrac_pct=12.22
export IMPL_setup_tns_ps=0
export IMPL_wl_mm=3.824
export IMPL_syn_area_um2=2293
export IMPL_path_class="reg -> out"
export IMPL_die_h_um=69.73
export IMPL_crit_path_top_delay_cell="edfxtp_1"
export IMPL_gr_usage_met2_pct=29.23
export IMPL_synth_edff_count=1
export IMPL_dpl_cell_area_um2=2431
export IMPL_cts_post_setup_buffers_inserted=0
export IMPL_clkPwrFrac_pct=43.1
export IMPL_io_buffers=13
export IMPL_lay_top_count="dfxtp_1"
export IMPL_synth_cells=247
export IMPL_cts_buffer_depth=2
export IMPL_detailedRoute_firstPassIterationCount=4
export IMPL_yosysUniqueCellTypes=45
export IMPL_area_growth_pct=9.929
export IMPL_htree_levels=2
export IMPL_fin_skew_ps=2.639
export IMPL_drc=0
export IMPL_powerDensity_nw_per_um2=206.7
export IMPL_cts_root_buf="clkbuf_8"
export IMPL_cts_made_buffers=5
export IMPL_maxSlewViolCount=0
export IMPL_ys_warn_count=0
export IMPL_fill_cells=409
export IMPL_fin_crit_sh_pct=51.98
export IMPL_swShare_pct=19.58
export IMPL_grt_pass1_wl_mm=6.741
export IMPL_ys_sh_simple_pct=25.10
export IMPL_cp_arrival_ps=1440
export IMPL_design_core_area_um2=4384
export IMPL_path_buffers=1
export IMPL_slew_headroom_pct=61.05
export IMPL_ys_seq_share_pct=39.72
export IMPL_dieArea_um2=4862
export IMPL_warnings=37
export IMPL_grt_use_total_pct=17.15
export IMPL_antenna_found_initial=0
export IMPL_async_flop_share_pct=0
export IMPL_p_leak_nw=0.9789
export IMPL_ys_chip_area_um2=2293
export IMPL_ys_sh_adder_pct=8.183
export IMPL_ant_nets=0
export IMPL_crit_start="prescaler.clock_out$_DFFE_PN_"
export IMPL_rsz0062_at_grt="false"
export IMPL_crit_fanout=14
export IMPL_cts_repair_resized=0
export IMPL_hold_violations=0
export IMPL_crit_path_end_kind="output port"
export IMPL_grtUsageMet3_pct=2.950
export IMPL_hold_buffers=0
export IMPL_vdd_drop_max_mv=0.2188
export IMPL_drt_iter0_markers=54
export IMPL_cp_top_family="flip-flops"
export IMPL_hold_class="reg -> reg"
export IMPL_die_w_um=69.73
export IMPL_min_period_ps=2339
export IMPL_setup_violations=0
export IMPL_p_switching_mw=0.1021
export IMPL_cpPeakStageDelay_ps=610
export IMPL_drv_cap=0
export IMPL_unclocked_regs=12
export IMPL_via_per_inst=5.352
export IMPL_fmax_ghz=0.4276
export IMPL_use_met1_pct=24.46
export IMPL_clk_latency_ps=280
export IMPL_cts_tree="done"
export IMPL_grt_pass1_vias=1556
export IMPL_antenna_cells=0
export IMPL_grt_max_degree=15
export IMPL_floorplan_core_util_pct=52.31
export IMPL_worstReg2RegStart="prescaler.counter[0]$_SDFF_PN0_"
export IMPL_vias=1659
export IMPL_synth_top_flop_cell="dfxtp_1"
export IMPL_drive_above_1_share_pct=6.977
export IMPL_synthAoiAreaFrac_pct=5.619
export IMPL_unconstrained_endpoints=23
export IMPL_most_common_layout_cells="dfxtp_1 (44), nor2_1 (24), xnor2_1 (23)"
export IMPL_hold_path_startpoint="prescaler.counter[31]$_SDFF_PN0_"
export IMPL_post_dp_hpwl_mm=2.810
export IMPL_final_area_um2=2521
export IMPL_worstPathCellList="clkdlybuf4s50_1"
export IMPL_ios=21
export IMPL_tightest_slew_ps=584.3
export IMPL_ys_ff=45
export IMPL_wl_per_cell_um=12.34
export IMPL_synth_area_per_cell_um2=9.285
export IMPL_clk_pin_slew_ps=60
export IMPL_grt_ovfl_total=0
export IMPL_status="complete, no violations"
export IMPL_logic_family="simple AND/OR/NAND/NOR gates"
export IMPL_comb_power_share_pct=0.6
export IMPL_gp_congestion=0.7712
export IMPL_startpoint_type="register"
export IMPL_std_cell_rows=24
export IMPL_seqPwrFrac_pct=56.3
[state kept, by name (all words and copies together) (netlist names)]
register and cells:
prescaler.counter 32, prescaler.clock_out 1, mother_board.cpu.b 4, mother_board.cpu.io_out 4, mother_board.cpu.address 4
[synthesized netlist by cell type (all sizes together) (2+ instances only)]
master | count | area [um2]
or4 | 2 | 18.77
nor3b | 2 | 20.02
a32oi | 2 | 17.52
nand3 | 14 | 82.58
conb | 2 | 7.510
xor2 | 9 | 78.83
a211oi | 2 | 15.01
inv | 14 | 52.55
nand4 | 12 | 75.07
nand2b | 2 | 12.51
mux2i | 7 | 70.07
nor4 | 10 | 77.57
and2 | 3 | 20.02
buf | 6 | 45.04
nor2 | 24 | 90.09
ha | 15 | 187.7
clkbuf | 6 | 23.77
nor3 | 6 | 35.03
nand2 | 12 | 45.04
and4 | 4 | 36.29
and3 | 5 | 32.53
xnor2 | 23 | 201.4
o21ai | 4 | 20.02
a21oi | 5 | 25.02
dfxtp | 44 | 880.8
nor2b | 2 | 12.51
[cell type report]
class / count / area, um2 / area share [%]
Clock buffer: 8 / 90.09 / 3.573
Tap cell: 52 / 65.06 / 2.581
Multi-Input combinational cell: 177 / 1265 / 50.17
Sequential cell: 45 / 910.9 / 36.13
Timing Repair Buffer: 14 / 137.6 / 5.459
Inverter: 14 / 52.55 / 2.084
[routing by layer]
layer | routed length (um) | share of wire [%] | vias to the layer above
met1 | 1873 | 49 | 764
li1 | - | - | 874
met2 | 1823 | 48 | 17
met5 | 0 | 0 | -
met3 | 84 | 2.2 | 4
met4 | 43 | 1.1 | 0
[worst paths after layout]
kind | to | slack, ps | cells past startpoint
worst max register to register | prescaler.counter[26]$_SDFF_PN0_ | 2740 | 5
worst max-delay path | LEDR | 2160 | 1
worst min register to register | prescaler.counter[31]$_SDFF_PN0_ | 470 | 1
worst min-delay path | prescaler.counter[31]$_SDFF_PN0_ | 470 | 1
[through the flow]
stage	hold WS (ps)	utilization (%)	setup WS, ps	power, mW	cells
2_1_floorplan	435.4	-	2875	0.3034	248
3_3_place_gp	463.5	55.45	2445	0.3032	302
3_5_place_dp	453.6	55.45	2445	0.3032	302
4_1_cts	468.6	57.51	2133	0.5288	310
5_1_grt	479.2	57.51	2068	0.5416	310
6_report	467.5	57.51	2161	0.5212	310
[power groups by stage]
stage	Sequential [mW]	Combinational, mW	Clock [mW]
4_1_cts	0.293	0.00330	0.232
5_1_grt	0.293	0.00369	0.245
6_report	0.293	0.00323	0.225
[cells by family (layout without fill, tap and decap cells)]
logic type	count (synthesis)	after routing
AND/OR/NAND/NOR	100	100
flip-flops	45	45
XOR/XNOR	32	32
buffers and inverters	26	36
AND-OR/OR-AND	19	19
adder cells (fa/ha/maj)	15	15
multiplexers	8	8
other	2	3
Power figures rest on the tool's default switching activity, not on a simulated workload.
